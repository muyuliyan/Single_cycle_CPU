### design/flow/design.v
module alu(
    input[4: 0] aluc,
    input [31: 0] a, b,
    output reg [31: 0] result, 
    output reg condition_branch
);
wire [31:0] add_sub_result;
wire [31:0] slt_result;
wire [31:0] sltu_result;
wire [31:0] and_result;
wire [31:0] nor_result;
wire [31:0] or_result;
wire [31:0] xor_result;
wire [31:0] lui_result;
wire [31:0] sll_result;
wire [63:0] sr64_result;
wire [31:0] sr_result;
wire adder_cout;
wire [31:0] adder_a;
wire [31:0] adder_b;
wire adder_cin;
wire [31:0] adder_result;
assign adder_a = a;
assign adder_b = (aluc == 5'b00001 || aluc == 5'b00110 || aluc == 5'b00111) ? ~b : b;   
assign adder_cin = (aluc == 5'b00001 || aluc == 5'b00110 || aluc == 5'b00111) ? 1'b1 : 1'b0;
assign {adder_cout, adder_result} = adder_a + adder_b + adder_cin;
assign add_sub_result = adder_result;
assign slt_result[31:1] = 31'b0;
assign slt_result[0]    = (a[31] & ~b[31]) | ((a[31] ^ b[31]) & adder_result[31]);
assign sltu_result[31:1] = 31'b0;
assign sltu_result[0]    = ~adder_cout;
assign and_result = a & b;
assign or_result  = a | b;
assign nor_result = ~(a | b);
assign xor_result = a ^ b;
assign lui_result = b;
assign sll_result = b << a[4:0];
assign sr64_result = {{32{aluc == 5'b01001 && b[31]}}, b} >> a[4:0];
assign sr_result   = sr64_result[31:0];
always @(*) begin
    condition_branch = 0;
    out = 32'b0;
    case (aluc)
        5'b00000: out = add_sub_result;  
        5'b00001: out = add_sub_result;  
        5'b00010: out = and_result;      
        5'b00011: out = or_result;       
        5'b00100: out = xor_result;      
        5'b00101: out = sll_result;      
        5'b00110: out = slt_result;      
        5'b00111: out = sltu_result;     
        5'b01000: begin                  
            out = sr_result;
        end
        5'b01001: begin                  
            out = sr_result;
        end
        5'b01010: begin                  
            out = a + b;
            out[0] = 1'b0;
        end
        5'b01011: condition_branch = (a == b);  
        5'b01100: condition_branch = (a != b);  
        5'b01101: condition_branch = ($signed(a) < $signed(b));  
        5'b01110: condition_branch = ($signed(a) >= $signed(b));  
        5'b01111: condition_branch = (a < b);  
        5'b10000: condition_branch = (a >= b);  
        default: result = 32'b0;
    endcase
end
endmodule
### design/flow/run.sh
#!/bin/bash
# OpenROAD 26Q1-2900-gdf79404cd8, Yosys 0.63+post, stock flow scripts
make -C /OpenROAD-flow-scripts/flow DESIGN_CONFIG=/design/flow/config.mk WORK_HOME=/design/flow/orfs finish
### design/flow/config.mk
export PLATFORM = sky130hd
export DESIGN_NAME = alu
export DESIGN_NICKNAME = alu
export VERILOG_FILES = /design/flow/design.v
export SDC_FILE = /design/flow/constraint.sdc
export NUM_CORES = 4
export LEC_CHECK = 1
export CORE_AREA = 10 10 89 89
export DIE_AREA = 0 0 99 99
### design/flow/constraint.sdc
current_design alu

set clk_period 6.9
set clk_io_pct 0.2

create_clock -name clk0 -period $clk_period

set non_clock_inputs [all_inputs -no_clocks]
set_input_delay [expr $clk_period * $clk_io_pct] -clock clk0 $non_clock_inputs
set_output_delay [expr $clk_period * $clk_io_pct] -clock clk0 [all_outputs]
==> run notes <==
Notes on the physical implementation.

- The flow ran to the end, and the final reports show no timing, DRC or antenna violations.
- The floorplan step set the die height to 99 um.
- The leakage dissipation is 0.9299 nW, for reference.
- The final layout reports a setup TNS of 0 ns.
- The number of global-route vias before repair is about 1300, for reference.
- RePlAce ended its routability-driven mode at a weighted congestion of 0.8089.
- In this run the remaining antenna-violating nets after routing total 0.
- Ranking logic cells in the layout by count gives the top entries 70 x sky130_fd_sc_hd__clkdlybuf4s50_1, 34 x sky130_fd_sc_hd__inv_1, 32 x sky130_fd_sc_hd__ha_1, 32 x sky130_fd_sc_hd__conb_1, 15 x sky130_fd_sc_hd__a21oi_1.
- The flow reports an fmax of around 170 MHz.
- After layout, the minimum clock period comes to 5.720 ns.
- In this run, distinct cell masters in the synthesized netlist total 30.
- The fill cell total of the finished layout is 635, for reference.
- By instance count, the cell type seen most on the critical path is sky130_fd_sc_hd__clkdlybuf4s50_1.
- Across the whole layout, storage elements account for 0 sq um.
- Counting every instance in the synthesized netlist gives 163.
- For this block, the initial DRC count from the detailed router was 17.
- Entering global routing, the biggest net connects 7 pins.
- The longest incremental delay of any stage on the critical path is reported as 0.52 ns.
- For reference, the critical path cell chain is clkdlybuf4s50_1 -> inv_1 -> ha_1 -> a21oi_2 -> nand2_1 -> a221o_1 -> a211o_1 -> a211oi_2 -> a21oi_1 -> or4_1 -> clkdlybuf4s50_1.
- The number of buffers added on ports is 70, for reference.
- The wire length recorded after detailed routing is 3499 um.
- The instance area at placement is 1834 sq um, for reference.
- The overall overflow remaining after global route is 0, for reference.
- The share of the Yosys chip area taken by registers is 0%.
- The initial antenna violation count came to 0.
- Warnings raised by the tools during the run amount to 32.
- The worst min-delay path class is in2out, for reference.
- The type of origin of the critical path is an input pin, for reference.
- The met1 track demand over resource is 8.631%, for reference.
- Once detailed placement completed, the half-perimeter wirelength came to ~3300 um.
- The setup path with the least slack is of type in2out.
- The cell-mix breakdown from Yosys lists the XOR/XNOR area share as 0.7527%.
- The average wire length per cell after detail routing is ~11 um, for reference.
- Global routing consumed, on the met2 layer, between 10% and 20% of the routing resources.
- The synthesized netlist was found by Yosys to have 163 cells.
- The multi-input combinational cell area is 912.1 sq um, for reference.
- The main combinational cell family by area after synthesis is adder cells, for reference.
- There are 0 flip-flops and latches.
- In the final layout, the share of cells above drive strength 1 is 1.293%.
- Setup repair after global routing left no endpoint under its margin.
- The area fraction in mux cells is 0.8602%, for reference.
- The final hold violation count recorded for this run is 0.
- In this run the post-CTS setup repair buffer count came out at 0.
- A synthesized cell averages 7.139 sq um.
- The first global-routing pass estimated 5706 um of wire.
- The number of hold-repair buffers added at the cts stage is 0, for reference.
- The die span in x is 99 um, for reference.
- The share of synthesized cell area in and, or, nand and nor gates is 18.39%, for reference.
- STA classifies the critical path endpoint as an output port.
- After Yosys synthesis, full adders, half adders and majority gates account for 34.41% of the synthesized area.
- The share of the core filled by cells before placement is between 10% and 20%, for reference.
- The arrival time of the worst setup path is about 4.3 ns, for reference.
- The area growth from synthesis to layout is 57.63%, for reference.
- Per the timing report, the biggest fanout along the worst path comes to 3.
- The data required time of the worst path is 5.52 ns, for reference.
- The core region is 5991 sq um.
- Counting the clock-network buffers in the layout gives 0.
- The cell area after technology mapping is between 1000 and 1500 sq um, for reference.
- For this design the ratio of total power to cell area is 47.32 nW/um^2.
- The final non-filler cell area is around 1800 sq um, for reference.
- TritonRoute reported its final design rule violation total as 0.
- The cell type of the slowest stage on the worst timing path is sky130_fd_sc_hd__or4_1, for reference.
- The number of top-level design ports is just over 100, for reference.
- The number of core rows is 28, for reference.
- The die footprint is just under 10000 sq um, for reference.
- The number of setup violations in the final report is 0, for reference.
- The max-slew violation count is 0, for reference.
- The yosys synthesis chip area is 1164 sq um, for reference.
- Together, buffers and inverters on the worst path number 3.
- In the global route stage, met3 resource usage came out at 2.114%.
- According to the report, the first pass of detailed routing completed in 3 iterations.
- The synthesized-area fraction occupied by ao, oa, aoi and oai cells is between 10% and 20%, for reference.
- The top cell type in the final layout, fill and taps aside, is sky130_fd_sc_hd__clkdlybuf4s50_1.
- The tool flagged a number of max-cap violations equal to 0.
- The most crowded layer after global routing is met2, for reference.
- Antenna repair during routing inserted a diode count of 0.
- The total via count after detailed routing is 1154, for reference.
- Per STA, the worst path accumulates the most delay in the family AND-OR/OR-AND gates.
- Dividing the detail-routed via count by the number of cells gives 3.759.
- The overall routing resource usage is approximately 6.7%, for reference.
- The highest supply drop recorded on VDD is 0.01672 mV.
- Warnings reported by Yosys during synthesis add up to 18.
- After clock tree synthesis, the repair step resized 0 gates.
- The final period utilization is 82.89%, for reference.
## layer usage
metal | wire length, um | part of all wire (%) | vias up
li1 | - | - | 632
met1 | 1682 | 48 | 461
met2 | 1490 | 43 | 61
met3 | 325 | 9.3 | 0
met4 | 0 | 0 | 0
met5 | 0 | 0 | -
## cell type report
type / count / share of cell area, %
multi-input cells: 128 / 49.73
well taps: 75 / 5.116
inverters: 34 / 6.958
repair buffers: 70 / 38.20
## cell families (layout without fill, tap and decap cells)
kind of cell    count (synthesis)  count (layout)
compound gates                 26              26
simple gates                   36              36
xor+xnor                        1               1
mux                             1               1
other cells                     1              32
fa+ha+maj                      32              32
buf+inv                        66             104
## where the power goes
| group | leakage [nW] | internal, W | switching [W] |
|---|---|---|---|
| Combinational | 0.930 | 0.0000555 | 0.0000313 |
| Clock | 0 | 0 | 0 |
| Sequential | 0 | 0 | 0 |
## Yosys cell counts, types with 2 or more instances
cell type                   n  share of area [%]
sky130_fd_sc_hd__and4_1     3                2.3
sky130_fd_sc_hd__nor2_1     2               0.65
sky130_fd_sc_hd__nor4_1     2                1.1
sky130_fd_sc_hd__nand4_1    4                2.2
sky130_fd_sc_hd__nand3_1    4                1.7
sky130_fd_sc_hd__buf_4     32                 21
sky130_fd_sc_hd__inv_1     34                 11
sky130_fd_sc_hd__a21oi_1   15                6.5
sky130_fd_sc_hd__nor3_1     2               0.86
sky130_fd_sc_hd__nand2_1    9                2.9
sky130_fd_sc_hd__nand3b_1   2                1.3
sky130_fd_sc_hd__ha_1      32                 34
sky130_fd_sc_hd__o21ai_0    4                1.7
sky130_fd_sc_hd__nor3b_1    2                1.3
## path summary, 6_finish.rpt
path    start          endpoint  slack [ns]  depth (start not counted)
max     b[14]  condition_branch        1.18                         11
min   aluc[4]  condition_branch        3.96                          5
## metrics by stage
| stage | utilization (%) | std cells | power [W] | setup slack, ns | hold WS [ns] |
|---|---|---|---|---|---|
| floorplan | - | 194 | 0.00004908 | 2.240 | 2.954 |
| global placement | 30.62 | 307 | 0.00008829 | 1.200 | 3.988 |
| detailed placement | 30.62 | 307 | 0.00008832 | 1.151 | 3.975 |
| CTS | 30.62 | 307 | 0.00008916 | 1.142 | 3.981 |
| global route | 30.62 | 307 | 0.0001002 | 0.9263 | 4.082 |
| finish | 30.62 | 307 | 0.00008679 | 1.180 | 3.961 |
Power figures rest on the tool's default switching activity, not on a simulated workload.
