$ cat ./run.sh
#!/bin/bash
# OpenROAD 26Q1-2900-gdf79404cd8, Yosys 0.63+post, stock flow scripts
make -C /OpenROAD-flow-scripts/flow DESIGN_CONFIG=/design/flow/config.mk WORK_HOME=/design/flow/orfs finish
$ cat ./config.mk
export PLATFORM = sky130hd
export DESIGN_NAME = data_mem
export DESIGN_NICKNAME = data_mem
export VERILOG_FILES = /design/flow/design.v
export SDC_FILE = /design/flow/constraint.sdc
export NUM_CORES = 4
export LEC_CHECK = 1
export CORE_UTILIZATION = 30
$ cat ./constraint.sdc
current_design data_mem

set clk_period 3.6
set clk_io_pct 0.2

create_clock -name clk0 -period $clk_period [get_ports {clk}]

set non_clock_inputs [all_inputs -no_clocks]
set_input_delay [expr $clk_period * $clk_io_pct] -clock clk0 $non_clock_inputs
set_output_delay [expr $clk_period * $clk_io_pct] -clock clk0 [all_outputs]
$ cat ./design.v
module data_mem(
    input clk, rst, 
    input [1: 0] write_mem, 
    input [2: 0] read_mem,
    input [31: 0] address, write_data,
    output reg [31: 0] out_mem
);
reg [7: 0] data [127: 0];
reg [31: 0] read_data;
always @(*) begin
    case (read_mem[1: 0])
        2'b00: begin
            read_data = 32'b0;
        end
        2'b01: begin
            read_data = {data[address + 3], data[address + 2], data[address + 1], data[address]};
        end
        2'b10: begin
            if (read_mem[2])
                read_data = {{16{data[address + 1][7]}}, data[address + 1], data[address]};
            else
                read_data = {16'b0, data[address + 1], data[address]};
        end
        2'b11: begin
            if (read_mem[2])
                read_data = {{24{data[address][7]}}, data[address]};
            else
                read_data = {24'b0, data[address]};
        end
        default: begin
            read_data = 32'b0;
        end
    endcase
end
always @(posedge clk) begin
    case (write_mem)
        2'b01: begin
            data[address + 3] = write_data[31:24];
            data[address + 2] = write_data[23:16];
            data[address + 1] = write_data[15:8];
            data[address] = write_data[7:0];
        end
        2'b10: begin
            data[address + 1] = write_data[15:8];
            data[address] = write_data[7:0];
        end
        2'b11: begin
            data[address] = write_data[7:0];
        end
        default: begin
        end
    endcase
end
always @(posedge clk or posedge rst) begin
    if (rst) begin
        out_mem <= 32'b0;
    end else begin
        out_mem <= read_data;
    end
end
endmodule
==> qor.yml <==
synthesis:
  ys_sh_adder_pct: 0.108
  post_synth.cell_area_avg_um2: 10.8
  ys_cells: 9628
  top_cells_by_count: "1,300 x mux2i_1, 1,272 x nand2_1, 1,024 x edfxtp_1"
  syn_area_mm2: 0.104
  synth_cell_types: 102
  edf_count: 1024
  ys_area_mm2: 0.104
  synthAoiAreaFrac_pct: 11.9
  ys_seq_share_pct: 30.3
  mux_share_pct: 41.3
  logic_family: "multiplexers"
  synthArstFlopShare_pct: 3.03
  yosys_register_bits: 1056
  syn_inst: 9628
  ff_type: "edfxtp_1"
  simple_gate_area_share_pct: 11.1
  yosys_warnings: 1
  top_area_cell: "edfxtp_1"
  top_cell: "mux2i_1"
  area_leaders: "edfxtp_1 30%, mux4_2 21%, mux2i_1 12%"
  xor_area_share_pct: 0.217
  top_cell_area_share_pct: 29.5
timing:
  relSlewSlack_pct: 43.0
  skew_ns: 0.0657
  period_needed_ns: 3.51
  setup_violations: 0
  setup_ws_ns: 0.0876
  maxSlewViolCount: 0
  fmax_ghz: 0.285
  finalClockPeriodUsage_pct: 97.6
  rsz0062_at_grt: "false"
  final-hold-violation-count: 0
  tightest_slew_ns: 0.854
run_status:
  status: "finished clean"
cts:
  htreeDepth: 4
  hold_buffers: 0
  post_cts_buffers: 0
  cts_resized: 0
  max-clock-path-buffers: 4
  root_buffer: "clkbuf_16"
  clock_latency_ns: 0.91
  cts_num_sinks: 1056
  cts_tree: "yes"
  clkTransAtPathRegs_ns: 0.06
  cts_buffers: 141
setup_path:
  path_cells: "buf_2, buf_4, xnor2_4, buf_12, buf_4, mux2i_1, o22ai_1, o41ai_1, buf_4, a32oi_1, a31oi_1, nand3_1, a21o_1"
  setup.worst_path.start: "address[2]"
  worstPathRequired_ns: 4.38
  cp.buffers_inverters: 5
  ff2ff_setup_slack_ns: 0.09
  cp_slowest_cell: "o41ai_1"
  worstSetupPathType: "primary input to flip-flop"
  path_common_cell: "buf_4"
  cp.arrival_ns: 4.29
  r2r_end: "out_mem[26]"
  crit_family: "buffers and inverters"
  cp-end-kind: "flip-flop"
  r2r-start: "data[88][7]"
  cpPeakStageDelay_ns: 0.57
  start_kind: "primary input"
  cp_max_fo: 26
  rr_worst_depth: 10
routing:
  drt_iter0_markers: 10300
  totalWireLength_um: 649000
  firstDrtPassIters: 8
  wl_per_cell_um: 42.4
  ant_nets: 0
  vias: 97100
  drc: 0
  viasPerCell: 6.34
floorplanning:
  fp_util_pct: 30.1
  die_h_um: 591
  core_area_mm2: 0.346
  dieArea_mm2: 0.350
  dieWidth_um: 591
  pin_count: 103
  num_rows: 216
pwr:
  p_comb_share_pct: 31.3
  power_frac_seq_pct: 34.1
  power-per-cell-area_mw_per_mm2: 321
  internal-power_w: 0.0271
  cellLeakagePower_nw: 49.1
  p_sw_w: 0.0149
  ir_drop_uv: 456
  clock_power_share_pct: 34.6
  finalPower_w: 0.0420
  switching_share_pct: 35.4
final_layout:
  area_growth_pct: 25.8
  stdcell_count: 15300
  stdcell_area_mm2: 0.131
  layout-drive-gt1-share_pct: 37.6
global_route:
  overflow: 0
  grt_max_degree: 60
  grt_first_pass_wirelength_um: 862000
  antenna_found_initial: 101
  grt_pass1_vias: 93200
  grt_usage_pct: 38.4
placed_design:
  dp_cells: 15000
  dp_slack_ns: -0.782
  place_area_mm2: 0.126
  hpwl_um: 482000
  finalWeightedCongestion: 1.13
  io_buffer_count: 77
hold_path:
  hold_depth: 2
  min_to: "data[60][0]"
  holdCritStartpoint: "write_data[0]"
  worstHoldPathType: "primary input to flip-flop"
job:
  warnings: 58
  max_cap_violations: 0
## how the worst max path moves through the flow
| stage | end | slack (ns) | cells after the start |
|---|---|---|---|
| final | out_mem[25] | 0.09 | 13 |
| after CTS | out_mem[26] | 0.13 | 10 |
| after global routing | out_mem[25] | 0.06 | 13 |
## per-layer routing
metal | global-route usage [%] | up-vias | share of wire, %
met3 | 26.4 | 1372 | 17
met5 | 2.41 | - | 0.19
met1 | 46.2 | 48700 | 35
met2 | 52.0 | 7387 | 41
li1 | - | 39600 | -
met4 | 19.6 | 91 | 6.3
## through the flow
stage          setup TNS (ns)  util [%]  hold WS, ns
5_1_grt                     0      37.9        0.225
6_report                    0      37.9        0.229
2_1_floorplan         -633.49         -        0.833
3_3_place_gp          -457.01      36.5         1.12
4_1_cts                     0      37.8        0.196
3_5_place_dp          -474.35      36.5         1.11
## cells in the final DEF, fill, tap and decap left out, drive strengths merged, types with 161 or more instances in the layout
cell type,count
edfxtp,1024
a21o,358
nor2,759
buf,1853
mux2,705
a211oi,358
mux4,980
nand3,187
clkbuf,161
nand2,1287
o21ai,609
mux2i,1300
a21oi,249
## cell type report
class                   instances  area, um^2
inverters                       8        42.5
clock inverters                93         883
flip-flops and latches       1056       31600
diodes                         65         163
fillers                     33200      215000
clock buffers                 161        3620
well taps                    4578        5730
multi-input cells            7475       68600
repair buffers               1892       20500
## kinds of logic after synthesis
family          Yosys count
mux                    2985
simple gates           2538
compound gates         1924
buf+inv                1097
flops                  1056
xor+xnor                 19
fa+ha+maj                 9
## registers in the layout (all words and copies together) (netlist names)
signal   count
data      1024
out_mem     32
## power by group through the flow
stage	Clock, W	Combinational [W]	Sequential (W)
final	0.0145	0.0132	0.0143
after global routing	0.0150	0.0134	0.0143
after CTS	0.0146	0.0128	0.0143
Power is estimated from default activity; no workload was simulated.
